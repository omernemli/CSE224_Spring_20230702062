**./design.v**
```verilog
module alu (
    input wire [31:0] A,
    input wire [31:0] B,
    input wire [1:0] opcode,
    output reg [31:0] result
);
    always @(*) begin
        case (opcode)
            2'b00: result = A + B;           
            2'b01: result = A - B;           
            2'b10: result = A << B;          
            2'b11: result = A >> B;          
            default: result = 32'b0;
        endcase
    end
endmodule
module project4 (
    input wire clk,
    input wire WE3,
    input wire [4:0] A1, A2, A3,
    input wire [31:0] WD3,
    output wire [31:0] RD1, RD2
);
    reg [31:0] registers [31:0];
    assign RD1 = registers[A1];
    assign RD2 = registers[A2];
    always @(posedge clk) begin
        if (WE3) begin
            registers[A3] <= WD3;
        end
    end
endmodule
```
**./config.mk**
```make
export PLATFORM = sky130hd
export DESIGN_NAME = project4
export DESIGN_NICKNAME = project4
export VERILOG_FILES = /design/flow/design.v
export SDC_FILE = /design/flow/constraint.sdc
export NUM_CORES = 4
export LEC_CHECK = 1
export CORE_UTILIZATION = 30
```
**./run.sh**
```bash
#!/bin/bash
# OpenROAD 26Q1-2900-gdf79404cd8, Yosys 0.63+post, stock flow scripts
make -C /OpenROAD-flow-scripts/flow DESIGN_CONFIG=/design/flow/config.mk WORK_HOME=/design/flow/orfs finish
```
**./constraint.sdc**
```tcl
current_design project4

set clk_period 5.1
set clk_io_pct 0.2

create_clock -name clk0 -period $clk_period [get_ports {clk}]

set non_clock_inputs [all_inputs -no_clocks]
set_input_delay [expr $clk_period * $clk_io_pct] -clock clk0 $non_clock_inputs
set_output_delay [expr $clk_period * $clk_io_pct] -clock clk0 [all_outputs]
```
==> results.txt <==
Quick summary of the implementation run below.

The static leakage power came out at 20.8 nW. The final count of negative-setup-slack endpoints is 0. The combined global-route utilization of all metal layers is slightly below 20%. The detailed router placed approximately 31000 vias in this run. The setup path with the least slack is of type in -> out. The depth of the worst hold-timing path is 2. Setup repair after global routing left no endpoint under its margin. The number of unique standard cell types used by synthesis came out at 23. The post-route setup TNS came out at 0 ns.

Summed over all instances, the cell type with the most area after synthesis is sky130_fd_sc_hd__edfxtp_1. The worst setup path is captured at an output port. The run reported a max-capacitance violation count of 0. Counting flops and latches in the post-synthesis netlist gives approximately 1000.

The number of H-tree levels came out at 3. In this run the tools logged warnings totalling 26. The number of buffers added on ports is 112. The sequential cell area in the final layout is between 30000 and 40000 sq um. The horizontal die size came out at slightly above 400 microns. The average cell area after synthesis came out at 14.4 sq um. The share of the cycle needed by the critical path after routing is a little over nine tenths. The chip area in the Yosys report came out at slightly below 50000 sq um. The required time of the critical path is roughly 4.1 ns. Leaving out buffers and inverters, the combinational logic in the layout accounts for ~17000 sq um. The count of routing violations after the opening detailed-route iteration is ~2000. By area the synthesized netlist is led by sky130_fd_sc_hd__edfxtp_1 (63%), sky130_fd_sc_hd__mux2i_1 (21%), sky130_fd_sc_hd__a22oi_1 (3.0%). The number of buffers on the longest clock path is 3. The floorplan core area came out at approximately 160000 sq um. The actual slew at the worst max-slew pin is roughly 0.95 ns. The number of hold-repair buffers added at the cts stage is 0.

The antenna violation net count after detailed routing is 0. The sequential element share of the synthesized area is between 60 and 70%. The via count of the first global-routing pass was 32600. The effective utilization at floorplan came out at just over 30%. The total die size came out at 164000 sq um. The achievable clock frequency is 204 MHz. The maximum net fanout on the critical path came out at 12. After its last routability iteration, the placer logged a weighted congestion of slightly below 0.9. STA classifies the critical path startpoint as an input pin. The number of antenna violations at the first check in global routing is 13. The yosys synthesis warning count came out at 1. After synthesis, the design contains roughly 3400 cells according to Yosys.

The flow ran to the end, and the final reports show no timing, DRC or antenna violations. The wire length of the first global-routing pass came out at between 200000 and 250000 microns. The growth of design area from synthesis to finish came out at 17.1%.

The per-cell via count in the routed design came out at roughly 5.4. The TritonCTS clock tree is done. The post-CTS clock slew at the launch and capture registers of the worst setup and hold paths came out at roughly 0.060 ns.

The max-slew violation count came out at 0. The count of cells in the finished layout, fillers not included, comes to 5812. The data arrival time of the critical path is between 3 and 4 ns.

The final critical path time including I/O delays and setup came out at 4.90 ns. The maximum number of pins on one net before global-route repair came out at between 50 and 60. The count of mapped cells out of synthesis came out at around 3400.

The top cell type's share of synthesized area is 63.0%. The HPWL after detailed placement is 92300 microns. The fraction of final layout cells with drive strength greater than 1 came out at between 10% and 20%. The tree is rooted in a sky130_fd_sc_hd__clkbuf_16. The max-slew headroom at the worst pin came out at a little over a third. The mapped netlist covers ~49000 sq um. The number of flip-flops under the largest register name is a little over 1000. The buffers inserted during post-CTS setup optimization came out at 0. The vertical die size came out at about 400 microns. The worst supply voltage drop on vdd came out at between 0.2 and 0.3 mV.

The clock net in this run drives a total of between 1000 and 1500 sinks. The number of hold violations in the final report is 0. TritonCTS created ~100 clock buffers. The post-cts gate resize count came out at 0. The number of cells in the design after placement is approximately 5600.

The number of detailed-routing iterations run before antenna repair is 5. The I/O pin count is ~110. The average routed wire per standard cell came out at around 27 microns. The most flop-heavy register is registers. The detailed-route DRC error count came out at 0.

The post-detailed-routing wire length is between 150000 and 200000 microns. The row count is approximately 150. The largest registers in the layout are registers: 1024 flops.

The number of inserted filler cells in the final layout came out at ~15000. The most common logic cells in the final layout are sky130_fd_sc_hd__mux2i_1 (1024), sky130_fd_sc_hd__edfxtp_1 (1024), sky130_fd_sc_hd__nand3_1 (194). The script computed a power per unit cell area of ~330 nW/um^2. The remaining global-route overflow is 0. The worst hold-check path type is in -> reg.
-- through the flow --
step / power, mW / cell area [sq um] / setup slack, ns / hold slack (ns) / util, %
after floorplan: 10.5 / 48800 / 1.65 / 1.12 / -
after global placement: 11.4 / 53800 / 0.204 / 1.85 / 33.4
after detailed placement: 11.4 / 53800 / 0.239 / 1.86 / 33.4
after CTS: 18.9 / 57100 / 0.228 / 1.09 / 35.5
after global routing: 19.3 / 57100 / 0.122 / 1.14 / 35.5
final: 18.8 / 57100 / 0.198 / 1.13 / 35.5
-- metal layers --
metal	vias to the layer above	routed length [microns]	global-route usage [%]
met5	-	155	0.149
met4	24	6500	6.61
met3	338	21200	11.8
met2	1645	70700	29.8
met1	15490	56800	24.0
li1	13756	-	-
-- synthesized netlist by cell type --
| master | number |
|---|---|
| sky130_fd_sc_hd__or3_1 | 1 |
| sky130_fd_sc_hd__a31oi_1 | 64 |
| sky130_fd_sc_hd__and2_1 | 2 |
| sky130_fd_sc_hd__a22o_1 | 128 |
| sky130_fd_sc_hd__clkbuf_1 | 86 |
| sky130_fd_sc_hd__clkbuf_4 | 4 |
| sky130_fd_sc_hd__nand3_1 | 194 |
| sky130_fd_sc_hd__nand2b_1 | 4 |
| sky130_fd_sc_hd__a21oi_1 | 192 |
| sky130_fd_sc_hd__buf_2 | 70 |
| sky130_fd_sc_hd__buf_6 | 45 |
| sky130_fd_sc_hd__edfxtp_1 | 1024 |
| sky130_fd_sc_hd__mux2i_1 | 1024 |
| sky130_fd_sc_hd__nand2_1 | 195 |
| sky130_fd_sc_hd__or2_2 | 2 |
| sky130_fd_sc_hd__nor2b_1 | 4 |
| sky130_fd_sc_hd__or3b_2 | 3 |
| sky130_fd_sc_hd__buf_1 | 1 |
| sky130_fd_sc_hd__nand3b_1 | 5 |
| sky130_fd_sc_hd__a22oi_1 | 192 |
| sky130_fd_sc_hd__nor3_1 | 64 |
| sky130_fd_sc_hd__nor2_1 | 35 |
| sky130_fd_sc_hd__buf_4 | 47 |
-- area by class of cell --
| type | count | share of cell area, % |
|---|---|---|
| Tap cell | 2160 | 4.73 |
| Timing Repair Buffer | 329 | 6.28 |
| Antenna cell | 1 | 0.00438 |
| Sequential cell | 1024 | 53.8 |
| Clock buffer | 127 | 4.71 |
| Multi-Input combinational cell | 2109 | 29.4 |
| Clock inverter | 62 | 1.11 |
-- worst paths after layout --
check | from | endpoint | slack, ns
worst min-delay path | WD3[12] | registers[4][12] | 1.13
worst max-delay path | A2[3] | RD2[8] | 0.20
-- where the power goes --
group | leakage (nW) | internal (mW) | switching, mW
combinational | 9.92 | 0.729 | 1.10
clock | 1.62 | 4.30 | 3.24
sequential | 9.22 | 9.36 | 0.0400
total | 20.8 | 14.4 | 4.38
-- logic make-up (layout without fill, tap and decap cells) --
| family | Yosys count | after routing | synth area share (%) |
|---|---|---|---|
| compound gates | 576 | 576 | 8.04 |
| buf+inv | 253 | 518 | 3.21 |
| flops | 1024 | 1024 | 63.0 |
| mux | 1024 | 1024 | 21.0 |
| other cells | 0 | 1 | 0 |
| simple gates | 509 | 509 | 4.71 |
-- worst max-delay path, stage by stage --
cell                              delay [ns]
sky130_fd_sc_hd__clkdlybuf4s50_1        0.62
sky130_fd_sc_hd__nand2b_2               0.72
sky130_fd_sc_hd__buf_4                  0.27
sky130_fd_sc_hd__a21oi_1                0.05
sky130_fd_sc_hd__a31oi_1                0.48
sky130_fd_sc_hd__nand3_1                0.23
sky130_fd_sc_hd__clkdlybuf4s50_1        0.47
No activity file was given, so power comes from the tool's default toggle rates.
