## flow/design.v

```verilog
module ProgramCounter(
    input clk,
    input reset,
    input control,
    output reg [3:0] pc
);
    always @(posedge clk or posedge reset) begin
        if (reset)
            pc <= 4'b0000;
        else if (control)
            pc <= pc + 1;
    end
endmodule
module InstructionMemory(
    input [3:0] addr,
    input control,
    output reg [31:0] instruction
);
    always @(*) begin
        if (!control)
            instruction = 32'b0;  
        else begin
            case (addr)
                4'd0: instruction = {6'b110000, 5'd0, 5'd10, 16'd10};  
                4'd1: instruction = {6'b110000, 5'd0, 5'd15, 16'd15};  
                4'd2: instruction = {6'b010000, 5'd10, 5'd15, 5'd25, 11'b0};  
                4'd3: instruction = {6'b111000, 5'd25, 5'd20, 16'd5};  
                4'd4: instruction = {6'b110000, 5'd0, 5'd5, 16'd2};  
                4'd5: instruction = {6'b100000, 5'd25, 5'd5, 5'd30, 11'b0};  
                default: instruction = 32'b0;
            endcase
        end
    end
endmodule
module ALU(
    input [2:0] ALUop,
    input [31:0] A, B,
    input [15:0] imm,
    output reg [31:0] Result
);
    always @(*) begin
        case(ALUop)
            3'b000, 3'b001: Result = 32'b0;  
            3'b010: Result = A + B;          
            3'b011: Result = A - B;          
            3'b100: Result = A << B;         
            3'b101: Result = A >> B;         
            3'b110: Result = A + imm;        
            3'b111: Result = A - imm;        
            default: Result = 32'b0;
        endcase
    end
endmodule
module RegisterFile(
    input clk,
    input [4:0] readReg1, readReg2, writeReg,
    input [31:0] writeData,
    input regWrite,
    output [31:0] readData1, readData2
);
    reg [31:0] registers[0:31];
    assign readData1 = registers[readReg1];
    assign readData2 = registers[readReg2];
    always @(posedge clk) begin
        if (regWrite)
            registers[writeReg] <= writeData;
    end
endmodule
module InstructionDecoder(
    input [31:0] instruction,
    output reg [2:0] ALUop,
    output reg [4:0] rs, rt, rd,
    output reg [15:0] imm,
    output reg isImmediate
);
    always @(*) begin
        rs = instruction[25:21];
        rt = instruction[20:16];
        rd = instruction[15:11];
        imm = instruction[15:0];
        case (instruction[31:26])
            6'b000000: ALUop = 3'b000;  
            6'b010000: begin ALUop = 3'b010; isImmediate = 0; end  
            6'b011000: begin ALUop = 3'b011; isImmediate = 0; end  
            6'b100000: begin ALUop = 3'b100; isImmediate = 0; end  
            6'b101000: begin ALUop = 3'b101; isImmediate = 0; end  
            6'b110000: begin ALUop = 3'b110; isImmediate = 1; end  
            6'b111000: begin ALUop = 3'b111; isImmediate = 1; end  
            default: begin ALUop = 3'b000; isImmediate = 0; end
        endcase
    end
endmodule
module TopModule(
    input clk,
    input control,  
    input reset,    
    output [6:0] seg,
    output [3:0] an,
    output [31:0] Result
);
    wire [3:0] pc;
    wire [31:0] instruction;
    wire [4:0] rs, rt, rd;
    wire [15:0] imm;
    wire [31:0] A, B;
    wire [2:0] ALUop;
    wire isImmediate;
    wire [31:0] alu_result;
    ProgramCounter pc_module(clk, reset, control, pc);
    InstructionMemory imem(pc, control, instruction);
    InstructionDecoder decoder(instruction, ALUop, rs, rt, rd, imm, isImmediate);
    RegisterFile rf(clk, rs, rt, rd, alu_result, 1'b1, A, B);
    ALU alu(ALUop, A, B, imm, alu_result);
    DisplayController display(clk, Result, an, seg);
    assign Result = alu_result;
endmodule
module HexDigitTo7Segment(
    input [3:0] hex,
    output reg [6:0] seg
);
    always @(*) begin
        case (hex)
            4'h0: seg = 7'b1000000;
            4'h1: seg = 7'b1111001;
            4'h2: seg = 7'b0100100;
            4'h3: seg = 7'b0110000;
            4'h4: seg = 7'b0011001;
            4'h5: seg = 7'b0010010;
            4'h6: seg = 7'b0000010;
            4'h7: seg = 7'b1111000;
            4'h8: seg = 7'b0000000;
            4'h9: seg = 7'b0010000;
            4'hA: seg = 7'b0001000;
            4'hB: seg = 7'b0000011;
            4'hC: seg = 7'b1000110;
            4'hD: seg = 7'b0100001;
            4'hE: seg = 7'b0000110;
            4'hF: seg = 7'b0001110;
            default: seg = 7'b1111111;  
        endcase
    end
endmodule
module DisplayController(
    input clk,
    input [31:0] value,
    output reg [3:0] an,
    output reg [6:0] seg
);
    reg [1:0] sel = 0;
    wire [3:0] digit;
    wire [6:0] seg_temp;
    assign digit = value >> (sel * 4);
    HexDigitTo7Segment digit_to_seg(.hex(digit), .seg(seg_temp));
    always @(posedge clk) begin
        sel <= sel + 1;
        case (sel)
            2'd0: an <= 4'b1110;
            2'd1: an <= 4'b1101;
            2'd2: an <= 4'b1011;
            2'd3: an <= 4'b0111;
        endcase
        seg <= seg_temp;
    end
endmodule
```

## flow/config.mk

```make
export PLATFORM = sky130hd
export DESIGN_NAME = TopModule
export DESIGN_NICKNAME = TopModule
export VERILOG_FILES = /design/flow/design.v
export SDC_FILE = /design/flow/constraint.sdc
export NUM_CORES = 4
export LEC_CHECK = 1
export CORE_UTILIZATION = 40
```

## flow/run.sh

```bash
#!/bin/bash
# OpenROAD 26Q1-2900-gdf79404cd8, Yosys 0.63+post, stock flow scripts
make -C /OpenROAD-flow-scripts/flow DESIGN_CONFIG=/design/flow/config.mk WORK_HOME=/design/flow/orfs finish
```

## flow/constraint.sdc

```tcl
current_design TopModule

set clk_period 47.2
set clk_io_pct 0.2

create_clock -name clk0 -period $clk_period [get_ports {clk}]

set non_clock_inputs [all_inputs -no_clocks]
set_input_delay [expr $clk_period * $clk_io_pct] -clock clk0 $non_clock_inputs
set_output_delay [expr $clk_period * $clk_io_pct] -clock clk0 [all_outputs]
```

==> impl_metrics.ini <==
; yosys + openroad results
[yosys]
ys_sh_mux = 0.1103
ys_sh_simple = 0.1158
yosysMostFrequentCell = edfxtp_1
xor_area_frac = 0.03353
synthFlopType = edfxtp_1
synthDistinctLibCells = 84
top_cell_area_share = 0.4905
synth.yosys.seq_area_share = 0.5135
ys_sh_adder = 0.04279
edf_count = 256
ys_area_um2 = 15670
yosysWarningCount = 7
top_area_cell = edfxtp_1
ys_sh_aoi = 0.1533
postSynthCellCount = 1399
synth.avg_cell_area_um2 = 11.20
area_leaders = edfxtp_1 49%, mux2i_1 7.9%, ha_1 4.2%, a21oi_1 3.0%, o21ai_0 2.7%
ys_async_sr_fraction = 0.01465
topCombFamilyByArea = AND-OR/OR-AND gates
ys_cells = 1399
ys.flops = 273
common_cells = 256 x edfxtp_1, 124 x mux2i_1, 110 x nand2_1
synth_area_um2 = 15670

[floorplanning]
fp.dieH_um = 199.9
rows = 72
die_x_um = 199.9
io_pins = 46
floorplan.core_util = 0.4055
core_um2 = 38650
die_area_um2 = 39980

[grt]
grt_overflow = 0
antenna_found_initial = 0
grt_max_degree = 44
grt_pass1_wl_um = 72840
grt_pass1_vias = 11445
grtUsageTotal = 0.2681

[sta]
hold_viol_final = 0
period_used_share = 0.5710
setup_viol = 0
clock.fmax_ghz = 0.03710
period_minus_slack_ps = 26950
maxSlewHeadroom = 0.3840
slew_viol_final = 0
skew_ps = 12.86
rsz0062_at_grt = no
tightestPinTransition_ps = 914.4
setup_tns_ps = 0

[clock_tree]
cts_buffers = 30
cts.sinks = 273
cts_tree = yes
clk_pin_slew_worst_paths_ps = 60
cts-root-buf = clkbuf_16
hold_buffers = 0
clk_latency_ps = 560
clockBufferDepth = 3
cts_resized = 0
htree_num_levels = 1
cts_setup_buffers = 0

[worst_setup_path]
cp_max_fo = 39
worstRegToRegCells = 29
worst-path-buf-inv = 6
r2r_end = rf.registers[30][30]$_DFFE_PP_
critical_path.top_delay_family = AND-OR/OR-AND gates
startpoint_type = input pin
arrival_ps = 17510
worstPathRequired_ps = 37760
r2r_start = pc_module.pc[0]$_DFFE_PP0P_
r2r_slack_ps = 39330
slowest_delay_ps = 700
cp-end-kind = output port
cp_slowest_cell = clkdlybuf4s50_1
setup.worst_path.start = control
path_class = input pin to output port

[cells_and_area]
syn_to_final_growth_pct = 17.42
final_util = 0.4762
fillCellCount = 3541
logic_area_um2 = 7826
drive_gt1_frac = 0.09982
regArea_um2 = 8048
fin_area_um2 = 18400

[detailed_routing]
routedWlPerCell_um = 22.89
drtIter0Drc = 861
ant_nets = 0
drc = 0
wl_um = 49020
firstDrtPassIters = 7
antenna_cells = 0
dr_total_vias = 11961
vias_per_cell = 5.587

[run]
max_cap_viol_count = 0
warnings = 38

[hold_path]
holdPathEnd = pc_module.pc[0]$_DFFE_PP0P_
hp-start = pc_module.pc[0]$_DFFE_PP0P_
holdPathStages = 1
hold_class = register to register

[place]
hpwl_um = 34380
gp_congestion = 0.9865
placed_cell_area_um2 = 17450
port_buffers = 45

[status]
status = completed
[how the worst max path moves through the flow]
stage / endpoint / slack [ps] / cells past startpoint
CTS: Result[30] / 20320 / 29
global route: Result[28] / 19620 / 26
finish: Result[30] / 20250 / 29
[cell families after synthesis]
family / count (synthesis)
AND-OR/OR-AND: 371
other: 1
flip-flops: 273
buffers and inverters: 114
multiplexers: 156
adder cells (fa/ha/maj): 53
AND/OR/NAND/NOR: 371
XOR/XNOR: 60
[layer usage]
layer	track usage	vias to the layer above	share of wire
li1	-	5630	-
met1	0.4328	5819	0.45
met2	0.3876	462	0.44
met3	0.08158	50	0.096
met4	0.03478	0	0.015
met5	0	-	0
[layout make-up]
cell class                      instances  share of cell area
Clock buffer                           40             0.04617
Clock inverter                         16            0.005847
Inverter                               30            0.006119
Multi-Input combinational cell       1171              0.4253
Sequential cell                       273              0.4373
Tap cell                              518             0.03522
Timing Repair Buffer                   93             0.04406
[metrics by stage]
stage	hold slack [ps]	instances	setup slack [ps]
3_3_place_gp	552.1	2085	20450
3_5_place_dp	548.3	2085	20350
2_1_floorplan	510.9	1558	22230
4_1_cts	560.5	2141	20320
6_report	556.6	2141	20250
5_1_grt	583.9	2141	19620
[registers in the layout, indices dropped and copies added, names as in the netlist]
name	cells
display.seg	7
pc_module.pc	4
display.an	4
display.sel	2
rf.registers	256
[layout by cell type (no fill, tap or decap), types with 40 or more instances in the layout]
cell type,instances
o21ai_0,84
a211oi_1,41
ha_1,52
clkdlybuf4s50_1,45
mux2i_1,124
nor2_1,83
and3_1,46
xnor2_1,40
nand2_1,108
edfxtp_1,256
a21oi_1,94
buf_4,48
conb_1,160
